$ cat design/flow/design.v
`timescale 1ns / 1ps
module i2cRecv(clk,
               rst,
               RecvEna,
               DeviceAddr,
               RegisterAddr,
               ReadData,
               ReadDoneFlag,
               scl,
               sda,
               sdaModeExpose);
    input clk;                       
    input rst;                       
    input RecvEna;                   
    input [6:0] DeviceAddr;          
    input [7:0] RegisterAddr;        
    output [7:0] ReadData;           
    output ReadDoneFlag;             
    output scl;                      
    output sdaModeExpose;
    inout sda;                       
    reg [7:0] ReadData;
    reg ReadDoneFlag;
    parameter C_DIV_SELECT  = 10'd24;
    parameter C_DIV_SELECT0 = (C_DIV_SELECT >> 2) - 1;
    parameter C_DIV_SELECT1 = (C_DIV_SELECT >> 1) - 1;
    parameter C_DIV_SELECT2 = (C_DIV_SELECT0 >> C_DIV_SELECT1) - 1;
    parameter C_DIV_SELECT3 = (C_DIV_SELECT >> 1) + 1;
    reg [9:0] sclCnt;                
    reg sclEna;                      
    reg [3:0] state;                 
    reg sdaMode;                     
    reg sdaReg;                      
    reg [7:0] LoadData;              
    reg [3:0] SendCnt;               
    reg ack;                         
    reg [3:0] Jumpstate;             
    reg [7:0] ReadDataReg;           
    wire W_scl_low_mid;              
    wire W_scl_high_mid;             
    wire W_scl_neg;
    wire sdaModeExpose;
    assign sdaModeExpose = sdaMode;
    assign sda = (sdaMode == 1) ? sdaReg : 1'dz;
    always @(posedge clk or negedge rst) begin
        if (!rst) begin
            sclCnt <= 10'b0;
        end
        else if (sclEna)
        begin
            if (sclCnt == C_DIV_SELECT - 1'b0)
                sclCnt <= 10'b0;
            else
                sclCnt <= sclCnt + 1;
        end
        else
            sclCnt <= 10'd0;
    end
    assign scl            = (sclCnt <= C_DIV_SELECT1) ? 1'b1 : 1'b0;
    assign W_scl_low_mid  = (sclCnt == C_DIV_SELECT2) ? 1'b1 : 1'b0;
    assign W_scl_high_mid = (sclCnt == C_DIV_SELECT0) ? 1'b1 : 1'b0;
    assign W_scl_neg      = (sclCnt == C_DIV_SELECT3) ? 1'b1 : 1'b0;
    always @(posedge clk or negedge rst) begin
        if (!rst)
        begin
            sclEna      <= 1'b0;
            state       <= 4'b0;
            sdaMode     <= 1'b1;
            sdaReg      <= 1'b1;
            LoadData    <= 8'b0;
            SendCnt     <= 4'b0;
            ack         <= 1'b0;
            Jumpstate   <= 4'b0;
            ReadDataReg <= 8'b0;
        end
        else if (RecvEna)
        begin
            case(state)
                4'd0:                    
                begin
                    sclEna      <= 1'b0;
                    state       <= 4'd1;
                    sdaMode     <= 1'b1;
                    sdaReg      <= 1'b1;
                    LoadData    <= 8'b0;
                    SendCnt     <= 4'b0;
                    ack         <= 1'b0;
                    Jumpstate   <= 4'd0;
                    ReadDataReg <= 8'b0;
                end
                4'd1:                    
                begin
                    state     <= 4'd3;
                    Jumpstate <= 4'd4;
                    LoadData  <= {DeviceAddr, 1'b0};
                end
                4'd2:                    
                begin
                    state     <= 4'd4;
                    Jumpstate <= 4'd7;
                    LoadData  <= RegisterAddr;
                end
                4'd3:                    
                begin
                    sclEna  <= 1'b1;
                    sdaMode <= 1'b1;
                    if (W_scl_high_mid)
                    begin
                        sdaReg <= 1'b0;
                        state  <= 4'd4;
                    end
                end
                4'd4:                    
                begin
                    sclEna  <= 1'b1;
                    sdaMode <= 1'b1;
                    if (W_scl_low_mid)
                    begin
                        if (SendCnt == 4'd8)
                        begin
                            SendCnt <= 4'd0;
                            state   <= 4'd5;
                        end
                        else
                        begin
                            sdaReg  <= LoadData[7-SendCnt];
                            SendCnt <= SendCnt + 1'b1;
                        end
                    end
                end
                4'd5:                    
                begin
                    sclEna  <= 1'b1;
                    sdaReg  <= 1'b0;
                    sdaMode <= 1'b0;
                    if (W_scl_high_mid)
                    begin
                        ack   <= sda;
                        state <= 4'd6;
                    end
                end
                4'd6:                    
                begin
                    sclEna <= 1'b1;
                    if (ack == 1'b0)
                    begin
                        if (W_scl_neg == 1'b1)
                        begin
                            state   <= Jumpstate;
                            sdaMode <= 1'b1;
                            sdaReg  <= 1'b1;
                        end
                    end
                end
                4'd7:                    
                begin
                    sclEna  <= 1'b1;
                    sdaMode <= 1'b1;
                    if (W_scl_high_mid)
                    begin
                        sdaReg <= 1'b0;
                        state  <= 4'd8;
                    end
                end
                4'd8 :                    
                begin
                    state     <= 4'd4;
                    Jumpstate <= 4'd9;
                    LoadData  <= {DeviceAddr, 1'b1};
                end
                4'd9 :                    
                begin
                    sclEna  <= 1'b1;
                    sdaMode <= 1'b0;
                    if (W_scl_high_mid)
                    begin
                        if (SendCnt == 4'd7)
                        begin
                            SendCnt  <= 4'd0;
                            state    <= 4'd10;
                            ReadData <= {ReadDataReg, sda};
                        end
                        else
                        begin
                            ReadDataReg <= {ReadDataReg, sda};
                            SendCnt     <= SendCnt + 1'b1;
                        end
                    end
                end
                4'd10 :                   
                begin
                    sclEna  <= 1'b1;
                    sdaMode <= 1'b1;
                    if (W_scl_low_mid)
                    begin
                        state  <= 4'd11;
                        sdaReg <= 1'b1;
                    end
                end
                4'd11 :                   
                begin
                    sclEna  <= 1'b1;
                    sdaMode <= 1'b1;
                    if (W_scl_low_mid)
                    begin
                        state  <= 4'd12;
                        sdaReg <= 1'b0;
                    end
                end
                4'd12 :                   
                begin
                    sclEna  <= 1'b1;
                    sdaMode <= 1'b1;
                    if (W_scl_high_mid)
                    begin
                        sdaReg <= 1'b1;
                        state  <= 4'd13;
                    end
                end
                4'd13 :                   
                begin
                    sclEna       <= 1'b0;
                    sdaMode      <= 1'b1;
                    sdaReg       <= 1'b1;
                    ReadDoneFlag <= 1'b1;
                    state        <= 4'd0;
                    ReadDataReg  <= 8'b0;
                end
                default:
                begin
                    state <= 4'd0;
                end
            endcase
        end
        else
        begin
            sclEna      <= 1'b0;
            state       <= 4'b0;
            sdaMode     <= 1'b1;
            sdaReg      <= 1'b1;
            LoadData    <= 8'b0;
            SendCnt     <= 4'b0;
            ack         <= 1'b0;
            Jumpstate   <= 4'b0;
            ReadDataReg <= 8'b0;
        end
    end
endmodule
$ cat design/flow/run.sh
#!/bin/bash
# OpenROAD 26Q1-2900-gdf79404cd8, Yosys 0.63+post, stock flow scripts
make -C /OpenROAD-flow-scripts/flow DESIGN_CONFIG=/design/flow/config.mk WORK_HOME=/design/flow/orfs finish
$ cat design/flow/constraint.sdc
current_design i2cRecv

set clk_period 3.1
set clk_io_pct 0.2

create_clock -name clk0 -period $clk_period [get_ports {clk}]

set non_clock_inputs [all_inputs -no_clocks]
set_input_delay [expr $clk_period * $clk_io_pct] -clock clk0 $non_clock_inputs
set_output_delay [expr $clk_period * $clk_io_pct] -clock clk0 [all_outputs]
$ cat design/flow/config.mk
export PLATFORM = sky130hd
export DESIGN_NAME = i2cRecv
export DESIGN_NICKNAME = i2cRecv
export VERILOG_FILES = /design/flow/design.v
export SDC_FILE = /design/flow/constraint.sdc
export NUM_CORES = 4
export LEC_CHECK = 1
export CORE_UTILIZATION = 40
==> run summary <==
# rows = 26
Status = stopped before the end
Ports = 30
Post-Place Cell Area = 2450 µm²
Area share, top type = 34.4%
Die width = 77.1 µm
Mapped cell area = 2260 µm²
CTS Hold Bufs = 0
Post-synth area hogs = dfrtp_1, edfxtp_1, nor2_1
Register area share after synthesis = 47.3%
Final HPWL DP = 3060 µm
Main flop type = dfrtp_1
Clock Path Buffers = 2
Failed at = clock tree synthesis (4_1_cts)
CTS HTree Levels = 2
CTS Root Cell = clkbuf_8
Mapped Cells = 233
Post-CTS Setup Repair Bufs = 0
Floorplan core density = 42.8%
# Cells Yosys = 233
Average size of a mapped cell = 9.69 µm²
Placer congestion estimate = 0.823
Distinct lib cells used = 53
Cell accounting for the most synthesized area = dfrtp_1
# resized after CTS = 0
Synth flops = 41
Placed insts = 308
Yosys Chip Area = 2260 µm²
Pre-CTS setup slack = 0.410 ns
Die height = 77.1 µm
Post-synth EDFFs = 8
Cts bufs inserted = 5
CTS sink count = 41
Yosys warning tally = 2
Buffers on Ports = 12
Asr flop ratio synth = 80.5%
Tool Error = [error] [KeplerFormal.cpp:679] Workflow failed: Iso has multiple drivers: .sda0, sda$_DFFE_PN1P_.Q0
==> cells in the mapped netlist, drive strengths merged (3+ instances only) <==
cell / count
a211oi: 3
a21oi: 15
a22o: 7
a31oi: 3
and3: 6
buf: 10
clkbuf: 3
dfrtp: 31
edfxtp: 8
ha: 4
inv: 8
nand2: 13
nand3: 12
nor2: 27
nor2b: 3
nor3: 15
o21ai: 15
o31ai: 3
or4b: 4
xor2: 8
==> through the flow <==
step | hold WS, ns | total power, W
detailed placement | 0.445 | 0.00124
global placement | 0.444 | 0.00124
floorplan | 0.324 | 0.00112
==> cells by family after synthesis <==
family          after synthesis  share of synthesized area [%]
compound gates               57                           17.7
xor+xnor                      9                           3.49
fa+ha+maj                     5                           2.66
buf+inv                      22                           4.32
flops                        41                           47.3
mux                           1                          0.499
other cells                   1                          0.166
simple gates                 97                           23.8
Power figures rest on the tool's default switching activity, not on a simulated workload.
