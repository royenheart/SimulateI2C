[flow/constraint.sdc]
current_design i2c

set clk_period 3.2
set clk_io_pct 0.2

create_clock -name clk0 -period $clk_period [get_ports {clk}]

set non_clock_inputs [all_inputs -no_clocks]
set_input_delay [expr $clk_period * $clk_io_pct] -clock clk0 $non_clock_inputs
set_output_delay [expr $clk_period * $clk_io_pct] -clock clk0 [all_outputs]
[flow/design.v]
`timescale 1ns / 1ps
module i2c (
    clk,
    rst,
    sendEnable,
    RecvEna,
    devAddr,
    devInnerAddr,
    sendData,
    readData,
    done,
    scl,
    sda);
input wire clk;
input wire rst;
input wire sendEnable;
input wire RecvEna;
input wire [6:0] devAddr;
input wire [7:0] devInnerAddr;
input wire [7:0] sendData;
output wire [7:0] readData;
output reg done;
output wire scl;
inout wire sda;
reg [9:0] countScl;  
reg       sclEnable;  
reg [3:0] state;  
reg [3:0] jmpState;  
reg       sdaMode;  
reg       sdaBuffer;  
reg [7:0] ReadDataReg;
reg [7:0] dataBuffer;  
reg [3:0] hasSendDataBits;  
reg       ack;
wire      sclInLow;  
wire      sclInHigh;  
wire      sclInNegEdge;  
parameter sclDiffMiddle = 10'd24;
parameter sclDiff0 = (sclDiffMiddle >> 2) - 1;
parameter sclDiff1 = (sclDiffMiddle >> 1) - 1;
parameter sclDiff2 = (sclDiff0 + sclDiff1) + 1;
parameter sclDiff3 = (sclDiffMiddle >> 1) + 1;
always @(posedge clk or negedge rst) begin
    if (!rst) begin
        countScl <= 10'd0;
    end
    else if (sclEnable) begin
        if (countScl == sclDiffMiddle - 1'b1) begin
            countScl <= 10'd0;
        end
        else begin
            countScl <= countScl + 1'b1;
        end
    end
    else begin
        countScl <= 10'd0;
    end
end
assign scl = (countScl <= sclDiff1)?1'b1:1'b0;
assign sclInLow = (countScl == sclDiff2)?1'b1:1'b0;
assign sclInHigh = (countScl == sclDiff0)?1'b1:1'b0;
assign sclInNegEdge = (countScl == sclDiff3)?1'b1:1'b0;
assign sda = (sdaMode == 1'b1)?sdaBuffer:1'bz;
assign readData = {ReadDataReg, sda};
always @(posedge clk or negedge rst) begin
    if (!rst) begin
        rstParams;
    end
    else if (sendEnable) begin
        case (state)
            4'd0: begin
                idleParams;
            end
            4'd1: begin
                dataBuffer <= {devAddr, 1'b0};
                state <= 4'd4;
                jmpState <= 4'd2;
            end
            4'd2: begin
                dataBuffer <= devInnerAddr;
                state <= 4'd5;
                jmpState <= 4'd3;
            end
            4'd3: begin
                dataBuffer <= sendData;
                state <= 4'd5;
                jmpState <= 4'd8;
            end
            4'd4: begin
                sclEnable <= 1'b1;
                sdaMode <= 1'b1;
                if (sclInHigh) begin
                    sdaBuffer <= 1'b0;
                    state <= 4'd5;
                end
                else begin
                    state <= 4'd4;
                end
            end
            4'd5: begin
                sclEnable <= 1'b1;
                sdaMode <= 1'b1;
                if (sclInLow) begin
                    if (hasSendDataBits == 4'd8) begin
                        hasSendDataBits <= 4'd0;
                        state <= 4'd6;
                    end
                    else begin
                        sdaBuffer <= dataBuffer[7 - hasSendDataBits];
                        hasSendDataBits <= hasSendDataBits + 1'b1;
                    end
                end
                else begin
                    state <= 4'd5;
                end
            end
            4'd6: begin
                sclEnable <= 1'b1;
                sdaMode <= 1'b0;
                if (sclInHigh) begin
                    ack <= sda;
                    state <= 4'd7;
                end
                else begin
                    state <= 4'd6;
                end
            end
            4'd7: begin
                sclEnable <= 1'b1;
                if (ack == 1'b0) begin
                    if (sclInNegEdge) begin
                        state <= jmpState;
                        sdaMode <= 1'b1;
                        sdaBuffer <= 1'b0;
                    end
                    else begin
                        state <= 4'd7;
                    end
                end
                else begin
                    state <= 4'd0;
                end
            end
            4'd8: begin
                sclEnable <= 1'b1;
                sdaMode <= 1'b1;
                if (sclInHigh) begin
                    sdaBuffer <= 1'b1;
                    state <= 4'd0;
                end
            end
            4'd9: begin
                overParams;
            end
            default: state <= 4'd0;
        endcase
    end
    else if (RecvEna)
        begin
            case(state)
                4'd0:                    
                begin
                    sclEnable      <= 1'b0;
                    state       <= 4'd1;
                    sdaMode     <= 1'b1;
                    sdaBuffer      <= 1'b1;
                    dataBuffer    <= 8'b0;
                    hasSendDataBits     <= 4'b0;
                    ack         <= 1'b0;
                    jmpState   <= 4'd0;
                    ReadDataReg <= 8'b0;
                end
                4'd1 :                    
                begin
                    state     <= 4'd3;
                    jmpState <= 4'd2;
                    dataBuffer  <= {devAddr, 1'b0};
                end
                4'd2:                    
                begin
                    state     <= 4'd4;
                    jmpState <= 4'd7;
                    dataBuffer  <= devInnerAddr;
                end
                4'd3:                    
                begin
                    sclEnable  <= 1'b1;
                    sdaMode <= 1'b1;
                    if (sclInHigh)
                    begin
                        sdaBuffer <= 1'b0;
                        state  <= 4'd4;
                    end
                end
                4'd4:                    
                begin
                    sclEnable  <= 1'b1;
                    sdaMode <= 1'b1;
                    if (sclInLow)
                    begin
                        if (hasSendDataBits == 4'd8)
                        begin
                            hasSendDataBits <= 4'd0;
                            state   <= 4'd5;
                        end
                        else
                        begin
                            sdaBuffer  <= dataBuffer[7-hasSendDataBits];
                            hasSendDataBits <= hasSendDataBits + 1'b1;
                        end
                    end
                end
                4'd5:                    
                begin
                    sclEnable  <= 1'b1;
                    sdaBuffer  <= 1'b0;
                    sdaMode <= 1'b0;
                    if (sclInHigh)
                    begin
                        ack   <= sda;
                        state <= 4'd6;
                    end
                end
                4'd6:                    
                begin
                    sclEnable <= 1'b1;
                    if (ack == 1'b0)
                    begin
                        if (sclInNegEdge == 1'b1)
                        begin
                            state   <= jmpState;
                            sdaMode <= 1'b1;
                            sdaBuffer  <= 1'b1;
                        end
                    end
                end
                4'd7:                    
                begin
                    sclEnable  <= 1'b1;
                    sdaMode <= 1'b1;
                    if (sclInHigh)
                    begin
                        sdaBuffer <= 1'b0;
                        state  <= 4'd8;
                    end
                end
                4'd8 :                    
                begin
                    state     <= 4'd4;
                    jmpState <= 4'd9;
                    dataBuffer  <= {devAddr, 1'b1};
                end
                4'd9 :                    
                begin
                    sclEnable  <= 1'b1;
                    sdaMode <= 1'b0;
                    if (sclInHigh)
                    begin
                        if (hasSendDataBits == 4'd7)
                        begin
                            hasSendDataBits  <= 4'd0;
                            state    <= 4'd10;
                        end
                        else
                        begin
                            ReadDataReg <= {ReadDataReg, sda};
                            hasSendDataBits     <= hasSendDataBits + 1'b1;
                        end
                    end
                end
                4'd10 :                   
                begin
                    sclEnable  <= 1'b1;
                    sdaMode <= 1'b0;
                    if (sclInLow)
                    begin
                        state  <= 4'd12;
                        sdaBuffer <= 1'b1;
                    end
                end
                4'd12 :                   
                begin
                    sclEnable  <= 1'b1;
                    sdaMode <= 1'b1;
                    if (sclInHigh)
                    begin
                        sdaBuffer <= 1'b1;
                        state  <= 4'd13;
                    end
                end
                4'd13 :                   
                begin
                    sclEnable       <= 1'b0;
                    sdaMode      <= 1'b1;
                    sdaBuffer       <= 1'b1;
                    done <= 1'b1;
                    state        <= 4'd0;
                    ReadDataReg  <= 8'b0;
                end
                default:
                begin
                    state <= 4'd0;
                end
            endcase
        end
    else begin
        rstParams;
    end
end 
task rstParams; begin
    state <= 4'd0;
    jmpState <= 4'd0;
    sdaMode <= 1'b1;
    sdaBuffer <= 1'b1;
    hasSendDataBits <= 4'd0;
    ReadDataReg <= 8'b0;
    done <= 1'b0;
    ack <= 1'b0;
end
endtask
task idleParams; begin
    state <= 4'd1;
    jmpState <= 4'd0;
    sdaMode <= 1'b1;
    sdaBuffer <= 1'b1;
    sclEnable <= 1'b0;
    hasSendDataBits <= 4'd0;
    done <= 1'b0;
end
endtask
task overParams; begin
    state <= 4'd0;
    sdaMode <= 1'b1;
    sdaBuffer <= 1'b1;
    sclEnable <= 1'b0;
    done <= 1'b1;
    ack <= 1'b0;
end
endtask
endmodule
[flow/config.mk]
export PLATFORM = sky130hd
export DESIGN_NAME = i2c
export DESIGN_NICKNAME = i2c
export VERILOG_FILES = /design/flow/design.v
export SDC_FILE = /design/flow/constraint.sdc
export NUM_CORES = 4
export LEC_CHECK = 1
export CORE_UTILIZATION = 30
[flow/run.sh]
#!/bin/bash
# OpenROAD 26Q1-2900-gdf79404cd8, Yosys 0.63+post, stock flow scripts
make -C /OpenROAD-flow-scripts/flow DESIGN_CONFIG=/design/flow/config.mk WORK_HOME=/design/flow/orfs finish
==> run summary <==
Status - aborted with a tool error
Yosys reg bits - 41
CTS Hold Buffers Added - 0
Chip width - 105 µm
Synth warn - 2
Yosys chip area - 3200 µm²
Dpl hpwl - 6160 µm
IO Pins - 38
Total CTS buffers - 5
Async S/R FF share, synth - 78.0%
Gates resized, CTS repair - 0
Rows - 37
First Error - [error] [KeplerFormal.cpp:679] Workflow failed: Iso has multiple drivers: .sda0, sda$_DFFE_PN1P_.Q0
Yosys cell types - 69
Root Buffer - clkbuf_8
Die Height - 105 µm
Register share after synthesis - 33.5%
Clk buf depth - 2
Dominant flop cell - dfrtp_1
Clk sink count - 41
Placed Area - 3700 µm²
I/O Buffers - 36
Inst Count DP - 549
Gpl congestion - 0.924
Last stage - 4_1_cts
H-tree Lvls - 2
Count of library flops with an enable pin - 9
Yosys cell count - 387
Fp util - 31.0%
Synthesized instance count - 387
Postcts setup bufs - 0
Mapped cell area - 3200 µm²
Mean post-synth cell area - 8.27 µm²
## cells by family after synthesis
kind of cell,count (synthesis),share of synthesized area (%)
multiplexers,9,3.56
buffers and inverters,44,7.27
adder cells (fa/ha/maj),4,1.56
AND/OR/NAND/NOR,156,25.9
flip-flops,41,33.5
XOR/XNOR,12,3.28
AND-OR/OR-AND,121,24.9
## per-stage QoR
stage | setup WS [ns] | util (%) | hold slack, ns | power (µW)
3_3_place_gp | 0.407 | 35.8 | 0.514 | 1970
3_5_place_dp | 0.362 | 35.8 | 0.523 | 1970
2_1_floorplan | 0.0766 | - | 0.344 | 1610
## cells in the mapped netlist (5+ instances only)
master    count  area share [%]
a21oi_1      15             2.3
a22oi_1      13             3.0
a31oi_1       8             1.6
buf_2         6            0.94
buf_6         6             2.1
clkbuf_1     10             1.2
dfrtp_1      31              24
edfxtp_1      9             8.4
inv_1        17             2.0
mux2i_1       5             1.6
nand2_1      39             4.6
nand2b_1      5            0.98
nand3_1      21             3.3
nor2_1       38             4.5
nor2b_1       8             1.6
nor3_1        8             1.3
o211ai_1      7             1.6
o21ai_0      40             6.3
o22ai_1       5            0.98
xor2_1        8             2.2
Power is estimated from default activity; no workload was simulated.
